$ cat flow/config.mk
export PLATFORM = sky130hd
export DESIGN_NAME = Stack
export DESIGN_NICKNAME = Stack
export VERILOG_FILES = /design/flow/design.v
export SDC_FILE = /design/flow/constraint.sdc
export NUM_CORES = 4
export LEC_CHECK = 1
export CORE_UTILIZATION = 30
$ cat flow/constraint.sdc
current_design Stack

set clk_period 3.4
set clk_io_pct 0.2

create_clock -name clk0 -period $clk_period [get_ports {clk}]

set non_clock_inputs [all_inputs -no_clocks]
set_input_delay [expr $clk_period * $clk_io_pct] -clock clk0 $non_clock_inputs
set_output_delay [expr $clk_period * $clk_io_pct] -clock clk0 [all_outputs]
$ cat flow/design.v
`timescale 1ps/1ps
module Stack (
    d_in,
    clk,
    rst,
    push,
    pop,
    tos,
    d_out
    );
    parameter WORD = 8, LENGTH = 64, POINTERL = 6;
    input [WORD-1:0]d_in;
    input clk,
    rst,
    push,
    pop,
    tos;
    output reg [WORD-1:0]d_out;
    reg [WORD-1:0]st[LENGTH-1:0];
    reg [POINTERL-1:0]stackPointer;
    always @(posedge clk, posedge rst) begin
        if (rst) stackPointer <= {(POINTERL){1'b0}};
        else begin
            if(push) begin 
                stackPointer = stackPointer + 1;
                st[stackPointer] <= d_in;
            end
            else if(pop) begin 
                d_out <= st[stackPointer];
                stackPointer = stackPointer - 1;
            end
            else if(tos) begin 
                d_out <= st[stackPointer];
            end
            else d_out <= d_out;
        end
    end
endmodule
$ cat flow/run.sh
#!/bin/bash
# OpenROAD 26Q1-2900-gdf79404cd8, Yosys 0.63+post, stock flow scripts
make -C /OpenROAD-flow-scripts/flow DESIGN_CONFIG=/design/flow/config.mk WORK_HOME=/design/flow/orfs finish
==> results.cfg <==
; implementation run metrics
[synthesis]
xor_area_share_pct = 0.447
synth.cellmix.compoundShare_pct = 6.01
yosys-stat-area_sq_um = 21600
enable_flop_cells = 520
synth.cellmix.adderShare_pct = 0.290
yosysCellCount = 1520
yosys.area_share.simple_pct = 16.2
count_of_different_cell_masters_after_synthesis = 66
synthesis.instances = 1520
register_bit_total_from_synthesis = 526
mux_share_pct = 1.44
top_logic_kind = simple AND/OR/NAND/NOR gates
seq_share_synth_pct = 73.1
ys_async_sr_fraction_pct = 1.14
flop_cell = sky130_fd_sc_hd__edfxtp_1
post_synth_instance_area_sq_um = 21600
postSynthAreaPerCell_sq_um = 14.2
synth-warning-count = 2

[grt]
largest_net_degree_at_the_start_of_global_routing = 62
grt_pass1_vias = 15600
gr-usage-all-layers_pct = 23.5
antenna_found_initial = 1
globalRoute.totalOverflow = 0
global_route_wire_length_before_repair_um = 114000

[power]
total_power_w = 0.0205
p_sw_share_pct = 36.1
cellInternalPower_w = 0.0131
ir_worst_vdd_v = 0.000421
seq_power_share_pct = 37.3
pwr_density_cell_nw_per_um2 = 793
p_switching_w = 0.00742
power.share.clock_pct = 27.9
share_comb_of_total_power_pct = 34.8
power_leakage_nw = 8.49

[status]
run_status = finished, final reports clean

[cells_and_area]
final_common_cell = sky130_fd_sc_hd__edfxtp_1
fill_cells = 6611
ff_latch_area_sq_um = 15800
layout_top_cells_excl_fill_tap = 520 x sky130_fd_sc_hd__edfxtp_1, 266 x sky130_fd_sc_hd__nand3_1, 180 x sky130_fd_sc_hd__buf_4, 94 x sky130_fd_sc_hd__nor2_1, 71 x sky130_fd_sc_hd__nand4_1
syn_to_final_growth_pct = 20.0
comb_area_sq_um = 5330
finish.cell_count_without_fillers = 2656
drive_above_1_share_pct = 19.0
layout.cell_area.non_filler_sq_um = 25900

[floorplan]
die_area_sq_um = 73000
floorplan.io_pins = 21
dieWidth_um = 270
die_h_um = 270
core-area_sq_um = 70600
row_count = 97
core_util_floorplan_pct = 30.5

[run]
max-cap-violations = 0
stage_log_warnings = 29

[critical_path]
timing.critical_path.from_type = register
worstPathArrival_ns = 3.65
cpPeakStageDelay_ns = 0.75
timing.rr.end = d_out[5]
crit_top_cell = sky130_fd_sc_hd__buf_4
reg2reg_slack_ns = 0.12
path_class = register to register
path_cells = buf_4 -> or2_2 -> nor2_1 -> a2111oi_0 -> nand4_1 -> nor4_1 -> buf_4 -> a21oi_1
worstPathMaxFanout = 19
setup.worst_path.end_class = register
critical_path.reg2reg.startpoint = stackPointer[3]
crit_path_top_delay_cell = sky130_fd_sc_hd__dfrtp_2
required_ns = 3.77
ff2ff_path_depth = 8

[placement]
detailed_place_hpwl_um = 56400
numPortBuffers = 20
numPlacedInstances = 2559
gp_routability_congestion = 1.05
placed_area_sq_um = 24200

[timing]
hold_violations = 0
max_slew_margin_pct = 26.2
finalCriticalPeriod_ns = 3.28
unrepaired_setup_endpoints_after_global_routing = no
achievable-frequency_mhz = 305
total_negative_slack_ns = 0
finalSetupViolations = 0
finalClockPeriodUsage_pct = 96.5
final_max_slew_viol_count = 0
fin_worst_skew_ns = 0.0245
worst_slew_pin_slew_ns = 1.10

[route]
drt_pass1_iterations = 8
drt_iter0_markers = 1285
wl_per_cell_um = 30.0
drt-vias-per-instance = 5.52
totalWireLength_um = 79800
route.vias.total = 14700
detail_route.drc_violations = 0
drtAntennaViolNets = 0

[clock_tree]
cts_setup_buffers = 0
cts_inserted_buffers = 53
tritoncts = done
clkLatencyLatePin_ns = 0.62
max-clock-path-buffers = 3
cts.reportedPaths.clkPinSlew_ns = 0.06
numClockSinks = 526
cts-root-buf = sky130_fd_sc_hd__clkbuf_16
cts-htree-levels = 2
cts-hold-fix-buffers = 0

[worst_hold_path]
min_delay_path_depth = 1
holdCritStartpoint = d_in[6]
worstHoldPathType = input pin to register
holdPathEnd = st[23][6]
## state kept, by name, indices dropped and copies added (netlist names)
signal	count
st	512
d_out	8
stackPointer	6
## cells in the mapped netlist, types with 15 or more instances
cell | instances | area share, %
sky130_fd_sc_hd__edfxtp_1 | 520 | 72
sky130_fd_sc_hd__nand3_1 | 266 | 6.2
sky130_fd_sc_hd__nor2_1 | 95 | 1.7
sky130_fd_sc_hd__clkbuf_1 | 76 | 1.3
sky130_fd_sc_hd__nand4_1 | 71 | 2.1
sky130_fd_sc_hd__nand2_1 | 47 | 0.82
sky130_fd_sc_hd__a32oi_1 | 30 | 1.2
sky130_fd_sc_hd__and3_1 | 30 | 0.87
sky130_fd_sc_hd__nor4_1 | 30 | 0.87
sky130_fd_sc_hd__o21ai_0 | 27 | 0.63
sky130_fd_sc_hd__buf_2 | 26 | 0.60
sky130_fd_sc_hd__a22oi_1 | 20 | 0.70
sky130_fd_sc_hd__a31oi_1 | 18 | 0.52
sky130_fd_sc_hd__nor3b_1 | 18 | 0.63
sky130_fd_sc_hd__and3b_1 | 16 | 0.65
sky130_fd_sc_hd__mux2i_1 | 15 | 0.70
## logic make-up after synthesis
| kind of cell | after synthesis |
|---|---|
| AND-OR/OR-AND | 170 |
| XOR/XNOR | 11 |
| adder cells (fa/ha/maj) | 5 |
| buffers and inverters | 128 |
| flip-flops | 526 |
| multiplexers | 28 |
| AND/OR/NAND/NOR | 652 |
## stage by stage
step	setup slack, ns	hold slack, ns	util [%]
2_1_floorplan	0.487	0.471	-
3_3_place_gp	0.0682	0.537	34.2
3_5_place_dp	0.0422	0.536	34.2
4_1_cts	0.0476	0.365	36.6
5_1_grt	0.0221	0.384	36.6
6_report	0.120	0.360	36.6
## critical path: cells and delay by family, from the launching register on
| kind | cells | cell delay [ns] |
|---|---|---|
| simple gates | 4 | 1.14 |
| buf+inv | 2 | 0.46 |
| flops | 1 | 0.75 |
| compound gates | 2 | 0.68 |
## how the worst max path moves through the flow
stage                from  endpoint  cells past startpoint
5_1_grt   stackPointer[3]  d_out[0]                      9
4_1_cts   stackPointer[1]  d_out[6]                     11
6_report  stackPointer[3]  d_out[5]                      8
## timing repair
item | in CTS | in global routing
gates resized | 0 | 6
setup endpoints to repair | 0 | 6
endpoints found under the hold margin | 0 | 0
## power groups by stage
stage	clock network, W	registers [W]	logic [W]
after CTS	0.00583	0.00766	0.00696
after global routing	0.00607	0.00767	0.00748
final	0.00573	0.00765	0.00716
## cell type report
class                           instances  share of cell area (%)
Clock buffer                           59                    5.29
Timing Repair Buffer                  218                    7.23
Clock inverter                         37                    1.27
Inverter                                9                   0.130
Sequential cell                       526                    60.9
Multi-Input combinational cell        866                    20.6
Antenna cell                            1                 0.00967
Tap cell                              940                    4.54
## per-layer routing
metal  wire length [um]  vias to the layer above  part of all wire [%]  track usage [%]
met5                 49                        -                 0.061            0.855
met4               3800                        2                   4.8             8.24
met3              11600                      154                    15             14.4
met2              35200                      948                    44             33.9
met1              29100                     7223                    36             29.5
li1                   -                     6336                     -                -
No activity file was given, so power comes from the tool's default toggle rates.
